## config.mk

```make
export PLATFORM = sky130hd
export DESIGN_NAME = cache
export DESIGN_NICKNAME = cache
export VERILOG_FILES = /design/flow/design.v
export SDC_FILE = /design/flow/constraint.sdc
export NUM_CORES = 4
export LEC_CHECK = 1
export CORE_UTILIZATION = 30
```

## run.sh

```bash
#!/bin/bash
# OpenROAD 26Q1-2900-gdf79404cd8, Yosys 0.63+post, stock flow scripts
make -C /OpenROAD-flow-scripts/flow DESIGN_CONFIG=/design/flow/config.mk WORK_HOME=/design/flow/orfs finish
```

## design.v

```verilog
module cache #(
    parameter DATA_WIDTH  = 32,
    parameter ADDR_WIDTH  = 16,
    parameter NUM_BLOCKS  = 8,
	parameter NUM_OPS     = 32,
    parameter BLOCK_DEPTH = 64   
) (
    input  logic clk,
    input  logic reset,
    input  logic read_enable,
    input  logic write_enable,
	input  logic received_request,
	input  logic [$clog2(NUM_OPS)-1:0] w_op,
	input  logic [$clog2(NUM_OPS)-1:0] r_op,
    input  logic [ADDR_WIDTH-1:0] w_address,
	input  logic [ADDR_WIDTH-1:0] r_address,
    input  logic [DATA_WIDTH-1:0] write_data,
	output logic [$clog2(NUM_OPS)-1:0]                    req_op,
	output logic [(ADDR_WIDTH - $clog2(NUM_BLOCKS))-1: 0] req_tag,
	output logic [$clog2(NUM_BLOCKS)-1: 0]                req_index,
	output logic                                          valid_request,
	output logic [DATA_WIDTH-1:0]      data_out,
	output logic [$clog2(NUM_OPS)-1:0] op_out,
	output logic                       stall_out,  
    output logic                       hit,
	output logic                       miss
);
    localparam BLOCK_INDEX_BITS = $clog2(NUM_BLOCKS);
    localparam TAG_BITS = ADDR_WIDTH - BLOCK_INDEX_BITS;
    logic [BLOCK_INDEX_BITS-1:0] w_index, r_index;
    logic [TAG_BITS-1:0] w_tag, r_tag;
    assign w_index = w_address[BLOCK_INDEX_BITS-1:0];
    assign w_tag = w_address[ADDR_WIDTH-1:ADDR_WIDTH-TAG_BITS];
	assign r_index = r_address[BLOCK_INDEX_BITS-1:0];
    assign r_tag = r_address[ADDR_WIDTH-1:ADDR_WIDTH-TAG_BITS];
    logic [DATA_WIDTH-1:0]        BLOCK_data[NUM_BLOCKS-1:0];
    logic [TAG_BITS-1:0]          BLOCK_tags[NUM_BLOCKS-1:0];
	logic [$clog2(NUM_OPS)-1:0]   BLOCK_ops [NUM_BLOCKS-1:0];
    logic valid[NUM_BLOCKS-1:0];  
	logic [BLOCK_INDEX_BITS-1:0] index_r;
    logic [TAG_BITS-1:0]         tag_r;
	logic [$clog2(NUM_OPS)-1:0]  op_r;
	logic received_request_r;
	logic sent_request;
	logic read_stall;
	logic stall_on_write;
	assign stall_out = read_stall || stall_on_write;
    always_ff @(posedge clk) begin
        if (reset) begin
            for (int i = 0; i < NUM_BLOCKS; i++) begin
                valid[i] = 0;
            end
			hit           <= 1'b0;
            miss          <= 1'b0;
			index_r       <= '0;
			op_r          <= '0;
			tag_r         <= '0;
			data_out      <= '0;
			op_out        <= '0;
			read_stall    <= '0;
			stall_on_write <= '0;
			req_index     <= '0;
			req_op        <= '0;
			req_tag       <= '0;
			received_request_r = 1'b0;
			valid_request <= 1'b0;
        end 
		else begin
            hit <= 0;
            miss <= 0;
			valid_request <= 0;
			stall_on_write <= 0;
			if (received_request) begin
				sent_request <= 1'b0;
				received_request_r = 1'b1;
			end
            if (write_enable) begin
				stall_on_write <= 1'b1;
                BLOCK_data[w_index%NUM_BLOCKS] <= write_data;
                BLOCK_tags[w_index%NUM_BLOCKS] <= w_tag;
				BLOCK_ops [w_index%NUM_BLOCKS] <= w_op;
                valid[w_index] <= 1;
				data_out <= write_data;
				op_out   <= w_op;
            end 
			else if (read_enable || read_stall) begin
				if (read_stall) begin
					if (received_request_r) begin
						read_stall    <= 1'b0;
						req_index     <= index_r;
						req_op        <= op_r;
						req_tag       <= tag_r;
						sent_request  <= 1'b1;
						valid_request <= 1'b1;
						received_request_r  = 1'b0;
					end
				end
				else begin
					tag_r   <= r_tag;
					op_r    <= r_op;
					index_r <= r_index;
					if (valid[r_index%NUM_BLOCKS] && BLOCK_tags[r_index%NUM_BLOCKS] == r_tag) begin
						hit <= 1;
						data_out <= BLOCK_data[r_index%NUM_BLOCKS];
						op_out   <= BLOCK_ops [r_index%NUM_BLOCKS];
					end 
					else begin
						miss <= 1;
						if (!received_request_r && sent_request)
							read_stall <= 1'b1;
						else begin
							req_index     <= r_index;
							req_op        <= r_op;
							req_tag       <= r_tag;
							sent_request  <= 1'b1;
							valid_request <= 1'b1;
							received_request_r  = 1'b0;
						end
					end
				end
            end
        end
    end
endmodule
```

## constraint.sdc

```tcl
current_design cache

set clk_period 16.1
set clk_io_pct 0.2

create_clock -name clk0 -period $clk_period [get_ports {clk}]

set non_clock_inputs [all_inputs -no_clocks]
set_input_delay [expr $clk_period * $clk_io_pct] -clock clk0 $non_clock_inputs
set_output_delay [expr $clk_period * $clk_io_pct] -clock clk0 [all_outputs]
```

==> results.toml <==
# generated from flow reports
[sta]
max-slew-margin-rel = 0.483
max_clock_freq_ghz = 0.158
timing.final.crit_period_ps = 6330
setup_viol = 0
fin_skew_ps = 12.3
layout_worst_path_cycle_share = 0.393
slew_viol_final = 0
fin_hold_viols = 0
tightest_slew_ps = 776
setup_tns_ps = 0
rsz0062_at_grt = "false"

[status]
run_status = "finished, final reports clean"

[layout]
syn_to_final_growth_pct = 20.9
finish.instance_area_mm2 = 0.0233
drive_above_1_share = 0.182

[clocking]
cts_made_buffers = 50
post_cts_resize_count = 0
clock_sinks = 494
cts_htree_levels = 2
tritoncts = "built"
post-cts-setup-buffers = 0
ctsRootBufferMaster = "sky130_fd_sc_hd__clkbuf_16"
max-clock-path-buffers = 3
clock_latency_ps = 580
cts.hold.buffers_added = 0
clk_transition_reported_paths_ps = 60

[detailed_routing]
routed_via_density = 4.74
drt_wl_total_mm = 43.3
detail-route-antenna-nets = 0
detail_route.drc_violations = 0
tritonroute_pass_1_iters = 4
detailroute.via_count = 10200
drtIter0Drc = 678
wl_per_cell_um = 20.1

[synthesis]
netlist_instances = 1111
synthesis.area_mm2 = 0.0193
ys_warn_count = 2
synth_area_per_inst_um2 = 17.4
yosysCellCount = 1111
post_synth_edffs = 401
synth_seq_share = 0.721
yosys.cell_types.count = 48
ys_ff = 494
async_reset_ff_frac = 0
ys_chip_area_mm2 = 0.0193
synth_top_flop_cell = "sky130_fd_sc_hd__edfxtp_1"

[setup_path]
worst-endpoint-arrival_ps = 6770
worstSetupStartpointType = "input pin"
cp_data_required_time_ps = 16540
critical_path_peak_fanout = 49
worst_setup_path_category = "input pin to flip-flop"
timing.critical_path.to_type = "flip-flop"

[placement]
gpl.final_weighted_congestion = 0.783
place.detailed.hpwl_mm = 25.3
post_dp_cell_area_mm2 = 0.0217
numPortBuffers = 140

[grt]
grt_antenna_before_repair = 10
track_usage = 0.143
pin_count_of_the_biggest_net_entering_global_routing = 58
globalRouteOverflowTotal = 0
first_global_vias = 10800
grt_pass1_wl_mm = 66.8

[floorplanning]
die_height_um = 255
die-area_mm2 = 0.0653
initCoreUtil = 0.304
io_pins = 141
placement_rows = 92
die_w_um = 255
core_mm2 = 0.0633

[run]
cap_violations = 0
stage_log_warnings = 25

[worst_hold_path]
min-delay-path-class = "flip-flop to flip-flop"

[pwr]
p_per_area_mw_per_mm2 = 117
power.leakage_nw = 7.89
post-layout-total-power_mw = 2.73
peakVddDrop_mv = 0.0738
## layer usage
metal,part of all wire,track usage,vias up
met3,0.13,0.0874,80
met2,0.46,0.209,522
met4,0.018,0.0264,18
li1,-,-,4651
met5,0.0026,0,-
met1,0.39,0.191,4949
## power by group
part           switching (mW)  total (mW)  internal (mW)
Clock                   0.468        1.12          0.655
Sequential             0.0109        1.43           1.41
Combinational          0.0958       0.187         0.0908
## worst paths after layout
check        slack, ps                        start  cells past startpoint                        to
max               9770                 r_address[1]                     11  data_out[6]$_SDFFE_PP0P_
min                450        valid[7]$_SDFFE_PP0P_                      1     valid[7]$_SDFFE_PP0P_
max reg2reg      13170  BLOCK_tags[7][10]$_DFFE_PP_                      9  data_out[6]$_SDFFE_PP0P_
min reg2reg        450        valid[7]$_SDFFE_PP0P_                      1     valid[7]$_SDFFE_PP0P_
## flip-flops by register name, summed over array words and instances (netlist names), 5 cells and up
name and cells:
BLOCK_data 256, BLOCK_ops 40, BLOCK_tags 104, data_out 32, op_out 5, op_r 5, req_op 5, req_tag 13
tag_r 13, valid 8
## cell type report
| type | count | area [um^2] |
|---|---|---|
| antenna | 2 | 5.00 |
| multi-input combinational | 550 | 5100 |
| sequential | 494 | 13900 |
| clock buffer | 79 | 1500 |
| timing repair buffer | 170 | 1610 |
| clock inverter | 13 | 101 |
| tap | 846 | 1060 |
| inverter | 4 | 15.0 |
| fill | 5809 | 40000 |
## Yosys cell counts (3+ instances only)
| master | n | area share |
|---|---|---|
| sky130_fd_sc_hd__o22ai_1 | 3 | 0.00097 |
| sky130_fd_sc_hd__nor2_1 | 52 | 0.010 |
| sky130_fd_sc_hd__nor3_1 | 7 | 0.0018 |
| sky130_fd_sc_hd__a21oi_1 | 24 | 0.0062 |
| sky130_fd_sc_hd__mux2_2 | 8 | 0.0047 |
| sky130_fd_sc_hd__or2_2 | 22 | 0.0071 |
| sky130_fd_sc_hd__buf_12 | 3 | 0.0031 |
| sky130_fd_sc_hd__buf_4 | 4 | 0.0016 |
| sky130_fd_sc_hd__a21o_1 | 8 | 0.0031 |
| sky130_fd_sc_hd__buf_1 | 15 | 0.0029 |
| sky130_fd_sc_hd__buf_2 | 5 | 0.0013 |
| sky130_fd_sc_hd__mux4_2 | 91 | 0.11 |
| sky130_fd_sc_hd__nand3_1 | 3 | 0.00078 |
| sky130_fd_sc_hd__dfxtp_1 | 93 | 0.097 |
| sky130_fd_sc_hd__mux2i_1 | 114 | 0.059 |
| sky130_fd_sc_hd__clkbuf_1 | 34 | 0.0066 |
| sky130_fd_sc_hd__nand2b_1 | 4 | 0.0013 |
| sky130_fd_sc_hd__edfxtp_1 | 401 | 0.62 |
| sky130_fd_sc_hd__nor2b_1 | 4 | 0.0013 |
| sky130_fd_sc_hd__a2bb2oi_1 | 3 | 0.0014 |
| sky130_fd_sc_hd__o21ai_0 | 42 | 0.011 |
| sky130_fd_sc_hd__o211ai_1 | 21 | 0.0082 |
| sky130_fd_sc_hd__nand2_1 | 108 | 0.021 |
| sky130_fd_sc_hd__xor2_1 | 7 | 0.0032 |
## stage by stage
step	setup WS, ps	utilization	hold WS (ps)	std cells
detailed placement	9090	0.343	435	2064
global route	9490	0.368	462	2157
CTS	9710	0.368	449	2156
global placement	9120	0.343	428	2064
finish	9770	0.368	449	2158
floorplan	8390	-	421	1111
## cell usage in the layout (no fill, tap or decap), types with 3 or more instances in the layout
cell and count:
sky130_fd_sc_hd__or2_2 22, sky130_fd_sc_hd__mux4_2 91, sky130_fd_sc_hd__clkinv_2 3, sky130_fd_sc_hd__mux2_2 8, sky130_fd_sc_hd__buf_4 32, sky130_fd_sc_hd__inv_6 3
sky130_fd_sc_hd__nor2_1 46, sky130_fd_sc_hd__a2bb2oi_1 3, sky130_fd_sc_hd__clkbuf_16 51, sky130_fd_sc_hd__clkinv_1 5, sky130_fd_sc_hd__a21oi_1 24, sky130_fd_sc_hd__nand3_1 3
sky130_fd_sc_hd__clkdlybuf4s50_1 135, sky130_fd_sc_hd__dfxtp_1 93, sky130_fd_sc_hd__a21o_1 8, sky130_fd_sc_hd__clkbuf_1 16, sky130_fd_sc_hd__nand2_1 108, sky130_fd_sc_hd__nor2_4 6
sky130_fd_sc_hd__nor3_1 5, sky130_fd_sc_hd__edfxtp_1 401, sky130_fd_sc_hd__o22ai_1 3, sky130_fd_sc_hd__o21ai_0 42, sky130_fd_sc_hd__nor2b_1 4, sky130_fd_sc_hd__o211ai_1 21
sky130_fd_sc_hd__xor2_1 7, sky130_fd_sc_hd__nand2b_1 4, sky130_fd_sc_hd__clkbuf_8 12, sky130_fd_sc_hd__mux2i_1 114
## kinds of logic after synthesis
kind of cell | count (synthesis) | share of synthesized area
AOI/OAI and AO/OA | 112 | 0.0358
xor gates and xnor gates | 9 | 0.00409
buffers and inverters | 67 | 0.0175
DFF | 494 | 0.721
muxes | 215 | 0.172
and+or+nand+nor | 214 | 0.0493
## critical path, cell delays in order
cell and delay [ps]:
sky130_fd_sc_hd__buf_4 550, sky130_fd_sc_hd__buf_4 570, sky130_fd_sc_hd__mux4_2 380, sky130_fd_sc_hd__mux2i_1 200, sky130_fd_sc_hd__xnor2_1 120, sky130_fd_sc_hd__nor4b_2 280
sky130_fd_sc_hd__o2111ai_1 230, sky130_fd_sc_hd__o41ai_4 420, sky130_fd_sc_hd__buf_4 410, sky130_fd_sc_hd__mux2i_1 240, sky130_fd_sc_hd__nor2_1 60
No activity file was given, so power comes from the tool's default toggle rates.
